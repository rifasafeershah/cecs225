==> flow/design.v <==
module mux8to1(input [7:0] d0,d1,d2,d3,d4,d5,d6,d7,
               input [2:0] s,
               output reg [7:0] y);
  always @(*)
    case(s)
      3'b000:	y = d0;
      3'b001:	y = d1;
      3'b010:	y = d2;
      3'b011:	y = d3;
      3'b100:	y = d4;
      3'b101:	y = d5;
      3'b110:	y = d6;
      3'b111:	y = d7;
      default:	y = 8'bx;
    endcase
endmodule
==> flow/run.sh <==
#!/bin/bash
# OpenROAD 26Q1-2900-gdf79404cd8, Yosys 0.63+post, stock flow scripts
make -C /OpenROAD-flow-scripts/flow DESIGN_CONFIG=/design/flow/config.mk WORK_HOME=/design/flow/orfs finish
==> flow/config.mk <==
export PLATFORM = sky130hd
export DESIGN_NAME = mux8to1
export DESIGN_NICKNAME = mux8to1
export VERILOG_FILES = /design/flow/design.v
export SDC_FILE = /design/flow/constraint.sdc
export NUM_CORES = 4
export LEC_CHECK = 1
export CORE_AREA = 10 10 70 70
export DIE_AREA = 0 0 80 80
==> flow/constraint.sdc <==
current_design mux8to1

set clk_period 1.7
set clk_io_pct 0.2

create_clock -name clk0 -period $clk_period

set non_clock_inputs [all_inputs -no_clocks]
set_input_delay [expr $clk_period * $clk_io_pct] -clock clk0 $non_clock_inputs
set_output_delay [expr $clk_period * $clk_io_pct] -clock clk0 [all_outputs]
==> qor.yml <==
run_status:
  status: "finished with violations"
  violations: "setup timing"
global_routing:
  grt_max_degree: 10
  grt-ovfl-total: 0
  grt_pass1_vias: 836
  grt_util_all_layers_pct: 8.882
  grt_pass1_wl_mm: 4.533
  antenna_found_initial: 0
synth:
  synth_area_um2: 568.0
  area_leaders: "mux4_1 56%, mux2_2 14%, mux4_2 7.9%, mux2i_1 5.3%, buf_6 4.0%"
  synth_cell_types: 17
  yosys.area.top_type: "mux4_1"
  synth_seq_share_pct: 0
  top_cell_area_share_pct: 55.51
  ys_cells: 39
  syn_avg_cell_area_um2: 14.57
  postSynthCellCount: 39
  yosysWarningCount: 1
  ys_chip_area_um2: 568.0
layout:
  fin_util_pct: 41.65
  regArea_um2: 0
  nClkBuffers: 0
  fin_area_um2: 1423
  area_growth_pct: 150.4
  ff_count: 0
  drive_gt1_share_pct: 36.36
final_timing:
  slew_violations: 0
  max-slew-margin-rel_pct: 83.27
  min_period_ns: 1.859
  tightest_slew_ns: 0.2510
  hold_viol: 0
  fmaxAchievable_mhz: 537.8
  setup_viol_count_final: 8
  post-route-period-util_pct: 109.4
  rsz0062_at_grt: "true"
  whs_ns: 1.264
  fin_ws_ns: -0.1595
floorplanning:
  fp_util_pct: 16.63
  ioPinCount: 75
  coreArea_um2: 3416
  core.rowCount: 21
  chipHeight_um: 80
  die_x_um: 80
  chipArea_um2: 6400
detailed_routing:
  routed_wl_mm: 2.838
  first_iter_violations: 18
  vias_per_cell: 4.192
  diodes: 0
  post_drt_wl_per_cell_um: 16.99
  num_vias: 700
  drcViolationCount: 0
  ant_nets: 0
  drt-pass1-iter-count: 2
power:
  p_sw_w: 0.00008382
  power.density_nw_per_um2: 233.6
  p_seq_share_pct: 0
  p_sw_share_pct: 25.22
  internal-power_w: 0.0002485
  ir_drop_uv: 87.46
  power.leakage_nw: 0.6711
  power.share.clock_pct: 0
  p_comb_share_pct: 100.0
run:
  maxCapViolCount: 0
  warnings: 34
setup_path:
  crit_fanout: 4
  crit_arrival_ns: 1.52
  critPathKind: "in2out"
  critPathCaptureType: "output pin"
  cp_slowest_cell: "mux4_2"
  cpMostUsedCell: "buf_8"
  crit_chain: "buf_8 -> buf_16 -> buf_8 -> mux4_2 -> mux2_4 -> buf_2"
  startpoint_type: "input port"
  required_ns: 1.36
  critPathMaxStageDelay_ns: 0.48
placed_design:
  numPortBuffers: 75
  gp_congestion: 0.7381
  postPlaceCellArea_um2: 1410
  hpwl_mm: 2.263
min_path:
  min_path_type: "in2out"
[cell usage after synthesis, drive strengths merged]
cell type  number
nand2           1
a211oi          1
mux2            7
a31oi           1
nand2b          1
nor3            1
clkbuf          1
mux4           14
or4b            1
mux2i           3
o22ai           1
buf             4
o21ai           1
a2bb2oi         1
inv             1
[final cells by class]
| class | instances | area, um^2 |
|---|---|---|
| multi-input cells | 33 | 514.2 |
| repair buffers | 87 | 847.1 |
| well taps | 46 | 57.56 |
| inverters | 1 | 3.754 |
| fillers | 383 | 1993 |
[worst paths after layout]
check / depth (start not counted) / from / slack (ns) / to
worst max-delay path: 6 / s[0] / -0.16 / y[0]
worst min-delay path: 5 / d4[2] / 1.26 / y[2]
[power by group through the flow]
stage         combinational (W)  clock (W)  sequential [W]
CTS                    0.000339          0               0
global route           0.000359          0               0
finish                 0.000332          0               0
[cells in the final DEF (no fill, tap or decap), types with 2 or more instances in the layout]
| cell type | count |
|---|---|
| clkdlybuf4s50_1 | 6 |
| buf_12 | 2 |
| buf_2 | 4 |
| mux4_2 | 14 |
| dlygate4sd2_1 | 59 |
| buf_6 | 6 |
| mux2i_1 | 3 |
| buf_8 | 3 |
| buf_4 | 5 |
| mux2_4 | 7 |
[worst max-delay path, delay by kind of cell]
family                 cells  cell delay, ns
buffers and inverters      4            0.42
muxes                      2            0.75
[cell families (layout without fill, tap and decap cells)]
| logic type | Yosys count | after routing | share of synthesized area, % |
|---|---|---|---|
| buffers and inverters | 6 | 88 | 7.047 |
| multiplexers | 24 | 24 | 82.60 |
| AND-OR/OR-AND | 5 | 5 | 5.948 |
| AND/OR/NAND/NOR | 4 | 4 | 4.405 |
[timing repair]
action	4_1_cts	5_1_grt
setup endpoints to repair	8	8
gates cloned	2	0
hold buffers	0	0
buffers inserted	4	0
endpoints found under the hold margin	0	0
resized	126	0
pin swaps	2	0
[per-stage QoR]
| stage | total power [W] | cells | worst slack (ns) | TNS, ns |
|---|---|---|---|---|
| 2_1_floorplan | 0.0001057 | 39 | 0.1210 | 0 |
| 3_3_place_gp | 0.0003264 | 161 | -0.9052 | -7.081 |
| 3_5_place_dp | 0.0003288 | 161 | -0.9123 | -7.168 |
| 4_1_cts | 0.0003387 | 167 | -0.1736 | -0.9980 |
| 5_1_grt | 0.0003589 | 167 | -0.2166 | -1.261 |
| 6_report | 0.0003323 | 167 | -0.1595 | -0.8947 |
[routing by layer]
metal / share of wire, % / up-vias / wire, um / track usage [%]
li1: - / 341 / - / -
met1: 44 / 317 / 1248 / 12.41
met2: 46 / 42 / 1299 / 13.64
met3: 10 / 0 / 290 / 3.295
met4: 0 / 0 / 0 / 0
met5: 0 / - / 0 / 0
Power is estimated from default activity; no workload was simulated.
