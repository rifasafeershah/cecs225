**flow/run.sh**
```bash
#!/bin/bash
# OpenROAD 26Q1-2900-gdf79404cd8, Yosys 0.63+post, stock flow scripts
make -C /OpenROAD-flow-scripts/flow DESIGN_CONFIG=/design/flow/config.mk WORK_HOME=/design/flow/orfs finish
```
**flow/config.mk**
```make
export PLATFORM = sky130hd
export DESIGN_NAME = alu8
export DESIGN_NICKNAME = alu8
export VERILOG_FILES = /design/flow/design.v
export SDC_FILE = /design/flow/constraint.sdc
export NUM_CORES = 4
export LEC_CHECK = 1
export CORE_AREA = 10 10 100 100
export DIE_AREA = 0 0 110 110
```
**flow/design.v**
```verilog
module mux8to1_8bit(input [7:0] d0,d1,d2,d3,d4,d5,d6,d7,
                    input [2:0] s,
                    output reg [7:0] y);
  always @(*) begin
    case(s)
      3'b000: y=d0;
      3'b001: y=d1;
      3'b010: y=d2;
      3'b011: y=d3;
      3'b100: y=d4;
      3'b101: y=d5;
      3'b110: y=d6;
      3'b111: y=d7;
      default: y=8'bx;
    endcase
  end
endmodule
module slt8(input [7:0] a,b, output reg [7:0] y);
  always @(*)
    begin
      if(a < b) y = 8'b0000_0001;
      else y = 8'b0000_0000;
    end
endmodule
module or8(input [7:0] a,b,
            output [7:0] y);
  or
  o0(y[0],a[0],b[0]),
  o1(y[1],a[1],b[1]),
  o2(y[2],a[2],b[2]),
  o3(y[3],a[3],b[3]),
  o4(y[4],a[4],b[4]),
  o5(y[5],a[5],b[5]),
  o6(y[6],a[6],b[6]),
  o7(y[7],a[7],b[7]);
endmodule
module and8(input [7:0] a,b,
            output [7:0] y);
  and
  a0(y[0],a[0],b[0]),
  a1(y[1],a[1],b[1]),
  a2(y[2],a[2],b[2]),
  a3(y[3],a[3],b[3]),
  a4(y[4],a[4],b[4]),
  a5(y[5],a[5],b[5]),
  a6(y[6],a[6],b[6]),
  a7(y[7],a[7],b[7]);
endmodule
module RippleSubtracter8(input bin, input [7:0] a, b, output [7:0] d, output bout);
  wire [7:0] e;
  xor
  x0(e[0], b[0], bin),
  x1(e[1], b[1], bin),
  x2(e[2], b[2], bin),
  x3(e[3], b[3], bin),
  x4(e[4], b[4], bin),
  x5(e[5], b[5], bin),
  x6(e[6], b[6], bin),
  x7(e[7], b[7], bin);
  RippleCarry8
  rs(bin, a, e, d, bout);
endmodule
module halfadder(input a, b, output c, s);
  xor x1(s, a, b);
  and a1(c, a, b);
endmodule
module fulladder(input a,b,cin,output cout, s);
  wire carrygenerate, carrypropagate, sum1;
  halfadder
  h0(a,b,carrygenerate, sum1),
  ha1(sum1, cin, carrypropagate, s);
  or
  o1(cout, carrygenerate, carrypropagate);
endmodule
module RippleCarry4(input cin, input [3:0] a, b, output [3:0] s, output cout);
  wire cout0, cout1, cout2;
  fulladder
  fa0(a[0], b[0], cin, cout0, s[0]),
  fa1(a[1], b[1], cout0, cout1, s[1]),
  fa2(a[2], b[2], cout1, cout2, s[2]),
  fa3(a[3], b[3], cout2, cout, s[3]);
endmodule
module RippleCarry8(input cin, input [7:0] a, b, output [7:0] s, output cout);
  wire cout3;
  RippleCarry4
  rc40(cin, a[3:0], b[3:0], s[3:0], cout3),
  rc41(cout3, a[7:4], b[7:4], s[7:4],cout);
endmodule
module alu8(input [2:0] funct_sel,
            input [7:0] a,b,
            output zero_flag,
            output [7:0] result);
  wire [7:0] andab, orab, addab, subab, sltab;
  and8 and8bit(a,b,andab);
  or8 or8bit(a,b,orab);
  RippleCarry8 rc8(funct_sel[1],a,b, addab,);
  RippleSubtracter8 rs8(funct_sel[2],a,b, subab,);
  slt8 slt8bit(a,b,sltab);
  mux8to1_8bit m8(andab, orab, addab, 8'bx,8'bx,8'bx, subab, sltab, funct_sel,result);
  nor nor8(zero_flag, result[0],result[1],result[2],result[3],result[4],result[5],result[6],result[7]);
endmodule
```
**flow/constraint.sdc**
```tcl
current_design alu8

set clk_period 10.4
set clk_io_pct 0.2

create_clock -name clk0 -period $clk_period

set non_clock_inputs [all_inputs -no_clocks]
set_input_delay [expr $clk_period * $clk_io_pct] -clock clk0 $non_clock_inputs
set_output_delay [expr $clk_period * $clk_io_pct] -clock clk0 [all_outputs]
```
==> flow_metrics.env <==
# implementation run metrics
export IMPL_yosysWarnings=2
export IMPL_n_antenna_cell=0
export IMPL_grt_pass1_wl_um=5800
export IMPL_die_area_um2=12100
export IMPL_dp_hpwl_um=2930
export IMPL_worstPathArrival_ps=7200
export IMPL_dieHeight_um=110
export IMPL_ios=28
export IMPL_rsz0062_at_grt="no"
export IMPL_common_cells="ha_1 (24), inv_1 (21), fa_1 (13)"
export IMPL_top_area_cell="ha_1"
export IMPL_syn_inst=141
export IMPL_grt_pass1_vias=1172
export IMPL_syn_area_um2=1270
export IMPL_holdBufCountCts=0
export IMPL_fmax_mhz=108
export IMPL_synth_seq_share_pct=0
export IMPL_tns_ps=0
export IMPL_syn_to_final_growth_pct=29.5
export IMPL_grt_ovfl_total=0
export IMPL_grt_max_degree=24
export IMPL_status="finished clean"
export IMPL_drv_cap=0
export IMPL_cp_start_kind="input pin"
export IMPL_via_per_inst=4.01
export IMPL_postCtsSetupRepairBufs=0
export IMPL_slew_headroom_pct=54.5
export IMPL_drtIter0Drc=62
export IMPL_max_slew_worst_pin_slew_ps=680
export IMPL_yosysChipArea_um2=1270
export IMPL_layout_drive_gt1_share_pct=5.49
export IMPL_io_buffers=28
export IMPL_finalMaxSlewViolations=0
export IMPL_wirelength_um=3380
export IMPL_ys_types=39
export IMPL_initial_core_util_pct=16.2
export IMPL_ant_nets=0
export IMPL_antenna_found_initial=0
export IMPL_topCellsByArea="ha_1 (24%), fa_1 (21%), inv_1 (6.2%)"
export IMPL_flop_count=0
export IMPL_grt_total_usage_pct=5.93
export IMPL_powerDensity_nw_per_um2=44.0
export IMPL_min_period_ps=9280
export IMPL_crit_slowest_cell="clkdlybuf4s50_1"
export IMPL_worst_path_largest_cell_delay_ps=910
export IMPL_crit_type="in2out"
export IMPL_ys_cells=141
export IMPL_drt_pre_antenna_iters=4
export IMPL_hold_path_depth=4
export IMPL_warnings=48
export IMPL_cp_depth=15
export IMPL_final_clkbuf_count=0
export IMPL_wire_per_inst_um=12.7
export IMPL_gp_congestion=0.829
export IMPL_crit_family="adder cells"
export IMPL_cp_num_buf_inv=3
export IMPL_ir_worst_vdd_v=0.00000930
export IMPL_seq_area_um2=0
export IMPL_die_w_um=110
export IMPL_setup_viol=0
export IMPL_synth_most_common_cell="ha_1"
export IMPL_top_area_share_pct=23.7
export IMPL_crit_chain="clkdlybuf4s50_1 -> fa_1 -> inv_1 -> fa_1 -> fa_1 -> fa_1 -> fa_1 -> fa_1 -> fa_1 -> and2_1 -> a221oi_1 -> a211o_1 -> o41a_1 -> nor4_2 -> clkdlybuf4s50_1"
export IMPL_finalCritPeriodShare_pct=89.2
export IMPL_cp_common_cell="fa_1"
export IMPL_worst_path_max_fanout=20
export IMPL_drc=0
export IMPL_final_hold_violation_count=0
export IMPL_critPathCaptureType="output port"
export IMPL_vias=1066
export IMPL_core_area_um2=7810
export IMPL_min_delay_path_class="in2out"
export IMPL_avgSynthCellArea_um2=8.99
export IMPL_cts_resized=0
export IMPL_final_core_util_pct=21.0
export IMPL_required_ps=8320
export IMPL_fp_row_count=32
export IMPL_leakage_nw=0.694
==> through the flow <==
| stage | cell area [um2] | cells | power [mW] | hold WS, ps | worst slack [ps] |
|---|---|---|---|---|---|
| after floorplan | 1270 | 141 | 0.0426 | 4380 | 2510 |
| after global placement | 1640 | 266 | 0.0734 | 5460 | 1120 |
| after detailed placement | 1640 | 266 | 0.0736 | 5460 | 1080 |
| after CTS | 1640 | 266 | 0.0742 | 5460 | 1080 |
| after global routing | 1640 | 266 | 0.0828 | 5510 | 810 |
| final | 1640 | 266 | 0.0722 | 5430 | 1120 |
==> power breakdown <==
group	total [mW]	internal (mW)	leakage [nW]	switching, mW
combinational	0.0722	0.0373	0.694	0.0349
clock	0	0	0	0
sequential	0	0	0	0
total	0.0722	0.0373	0.694	0.0349
==> final cells by class <==
type | instances | area [um2]
Inverter | 21 | 78.8
Tap cell | 102 | 128
Fill cell | 858 | 6170
Multi-Input combinational cell | 114 | 1150
Timing Repair Buffer | 29 | 288
==> cells in the final DEF (no fill, tap or decap), types with 2 or more instances in the layout <==
| cell | n |
|---|---|
| o21a_1 | 5 |
| a32oi_1 | 4 |
| and4bb_2 | 3 |
| a32o_1 | 3 |
| and2_1 | 3 |
| xor2_1 | 8 |
| a221oi_1 | 2 |
| a21oi_1 | 5 |
| a211oi_1 | 2 |
| fa_1 | 13 |
| nor2_1 | 3 |
| ha_1 | 24 |
| inv_1 | 21 |
| nand2b_1 | 9 |
| clkdlybuf4s50_1 | 28 |
| o21ai_0 | 3 |
| nor2b_1 | 2 |
| o21bai_1 | 2 |
| nand2_1 | 4 |
| and4bb_1 | 2 |
==> path summary, 6_finish.rpt <==
check | startpoint | slack (ps) | to
worst max-delay path | funct_sel[1] | 1120 | zero_flag
worst min-delay path | b[3] | 5430 | result[3]
==> logic make-up after synthesis <==
group           count (synthesis)  synth area share, %
mux                             1                0.888
compound gates                 34                 20.3
buf+inv                        27                 9.48
simple gates                   33                 18.9
fa+ha+maj                      37                 44.2
xor+xnor                        9                 6.22
==> per-layer routing <==
layer	up-vias	GRT usage, %	share of wire (%)
li1	538	-	-
met1	505	7.78	45
met2	23	10.4	48
met3	0	1.29	6.7
met4	0	0	0
met5	-	0	0
==> tightest hold or removal path, stage by stage <==
cell and delay (ps):
clkdlybuf4s50_1 460, ha_1 210, o21a_1 200, clkdlybuf4s50_1 400
No activity file was given, so power comes from the tool's default toggle rates.
